`design/flow/config.mk`:
```
export PLATFORM = sky130hd
export DESIGN_NAME = Registers
export DESIGN_NICKNAME = Registers
export VERILOG_FILES = /design/flow/design.v
export SDC_FILE = /design/flow/constraint.sdc
export NUM_CORES = 4
export LEC_CHECK = 1
export CORE_UTILIZATION = 30
```
`design/flow/constraint.sdc`:
```
current_design Registers

set clk_period 5.0
set clk_io_pct 0.2

create_clock -name clk0 -period $clk_period [get_ports {clk_i}]

set non_clock_inputs [all_inputs -no_clocks]
set_input_delay [expr $clk_period * $clk_io_pct] -clock clk0 $non_clock_inputs
set_output_delay [expr $clk_period * $clk_io_pct] -clock clk0 [all_outputs]
```
`design/flow/design.v`:
```
module Registers
(
    clk_i,
    RSaddr_i,
    RTaddr_i,
    RDaddr_i, 
    RDdata_i,
    RegWrite_i, 
    RSdata_o, 
    RTdata_o 
);
input               clk_i;
input   [4:0]       RSaddr_i;
input   [4:0]       RTaddr_i;
input   [4:0]       RDaddr_i;
input   [31:0]      RDdata_i;
input               RegWrite_i;
output  [31:0]      RSdata_o; 
output  [31:0]      RTdata_o;
reg     [31:0]      register        [0:31];
reg		[31:0]		RSdata_o;
reg		[31:0]		RTdata_o;
always@(negedge clk_i) begin
	RSdata_o = register[RSaddr_i];
	RTdata_o = register[RTaddr_i];
end
always@(posedge clk_i) begin
  #1
  if(RegWrite_i)
    register[RDaddr_i] = RDdata_i;
end
endmodule 
```
`design/flow/run.sh`:
```
#!/bin/bash
# OpenROAD 26Q1-2900-gdf79404cd8, Yosys 0.63+post, stock flow scripts
make -C /OpenROAD-flow-scripts/flow DESIGN_CONFIG=/design/flow/config.mk WORK_HOME=/design/flow/orfs finish
```
==> ci_impl_report.md <==
## Synthesis and layout report

| Metric | Value |
|---|---|
| Tool Warnings | `90` |
| Clock Root Buffer | `clkbuf_16` |
| Die Wd | `about 410 um` |
| Post-DP HPWL | `99700 um` |
| Area delta synth->final | `23.0%` |
| Ratio of cells with drive above 1 in the final layout | `0.174` |
| CTS H-tree lvls | `3` |
| Most common reg cell | `edfxtp_1` |
| CP peak stage delay | `around 450 ps` |
| Rel. slew slack | `0.358` |
| Max Cap Viol | `0` |
| 1st-pass router iterations | `21` |
| Measured slew at the worst slew-check pin | `960 ps` |
| Critical Path RT | `4000 ps` |
| Crit path arrival time | `just under 4000 ps` |
| Num CTS Buffers | `112` |
| Avg Inst Size Synth | `14.5 um2` |
| Worst VDD drop | `slightly below 300 uV` |
| Final Hold Violation Tally | `0` |
| Final Skew | `a little over 30 ps` |
| Placer Congestion | `0.910` |
| CTS tree | `yes` |
| First-pass GRT wire length | `232000 um` |
| Drt via density | `5.25` |
| CTS max path bufs | `3` |
| Vias in the first global route | `approximately 34000` |
| Post-synth EDFFs | `between 1000 and 1500` |
| Ys cells | `between 3000 and 4000` |
| Die Ht | `411 um` |
| Cell type with the largest total area | `edfxtp_1` |
| YS chip area | `~50000 um2` |
| Routed WL per cell | `25.9 um` |
| Largest net degree at the start of global routing | `56` |
| Pleak | `approximately 23 nW` |
| Synth flops | `1088` |
| Total track usage | `0.200` |
| Outcome | `finished clean` |
| CP Launch Type | `register` |
| Initial antenna violation count | `13` |
| Sequence of cells on the critical path | `clkdlybuf4s50_1` |
| Initial DRC Count | `roughly 2300` |
| Worst Path Max Fanout | `1` |
| Max stage delay cell, worst path | `clkdlybuf4s50_1` |
| Crit path max-delay family | `buffers and inverters` |
| Post-Route WL | `161000 um` |
| HP Class | `in -> reg` |
| Final antenna-violating net count | `0` |
| Syn. warnings | `1` |
| Routed vias | `32600` |
| Worst hold slack | `1090 ps` |
| Starting Density | `0.303` |
| Setup CP Type | `reg -> out` |
| Cell Area, Synth | `50100 um2` |
| Area of the core | `about 170000 um2` |
| Distinct cells, synth | `25` |
| Die area | `169000 um2` |
| FFs w/ async S/R, synth | `0` |
| # rows | `149` |
| Port bufs | `around 110` |
| Top cells by count | `edfxtp_1, mux2i_1, nand2_1` |
| Final setup viols | `0` |
| Area leader share | `0.614` |
| Drt drc | `0` |
| CP Capture Type | `output pin` |
| Top cells by area | `edfxtp_1, mux2i_1, a22oi_1, dfxtp_1, a22o_1` |
| Clock transition at path regs | `60 ps` |
| Total power | `around 21 mW` |
| Seq share, synth | `0.640` |
| Post-synthesis instance total | `approximately 3500` |
| Io pins | `113` |
| Post-layout util | `0.372` |
| Final Max Slew Viols | `0` |
| Power per cell area | `340 nW/um2` |
| Worst Path Buf+Inv | `1` |
| Clk latency late pin | `720 ps` |
| CTS sink cnt | `1088` |
| Final global-route overflow total | `0` |
-- layout by cell type, fill, tap and decap left out, types with 10 or more instances in the layout --
| cell | instances |
|---|---|
| a21oi_1 | 192 |
| a22o_1 | 128 |
| a22oi_1 | 192 |
| a31oi_1 | 64 |
| buf_12 | 132 |
| buf_4 | 297 |
| bufinv_16 | 10 |
| clkbuf_1 | 25 |
| clkbuf_16 | 120 |
| clkdlybuf4s50_1 | 49 |
| clkinv_1 | 14 |
| clkinv_2 | 14 |
| dfxtp_1 | 13 |
| dfxtp_2 | 31 |
| dfxtp_4 | 20 |
| dlygate4sd2_1 | 58 |
| edfxtp_1 | 1024 |
| inv_1 | 69 |
| mux2i_1 | 1024 |
| nand2_1 | 193 |
| nand3_1 | 194 |
| nor2_4 | 34 |
| nor3_1 | 64 |
-- path summary, 6_finish.rpt --
path	cells past startpoint	start	slack [ps]	endpoint
max	1	RSdata_o[27]$_DFF_N_	50	RSdata_o[27]
min	2	RDdata_i[10]	1090	register[20][10]$_DFFE_PP_
max reg2reg	6	register[3][5]$_DFFE_PP_	1050	RSdata_o[5]$_DFF_N_
min reg2reg	4	register[16][21]$_DFFE_PP_	3130	RSdata_o[21]$_DFF_N_
-- layout make-up --
type	instances	area (um2)
timing repair buffer	541	5940
fill	15200	104000
sequential	1088	32100
clock buffer	148	3140
multi-input combinational	2109	16800
clock inverter	125	843
tap	2189	2740
antenna	3	7.51
-- sequential cells by signal (all words and copies together) (netlist names) --
register / flops
RSdata_o: 32
RTdata_o: 32
register: 1024
-- metrics by stage --
stage	setup slack [ps]	std cells	cell area, um2	setup TNS, ps
final	46.3	6203	61600	0
after detailed placement	-560	5928	57600	-26410
after global routing	-0.681	6201	61600	-0.681
after global placement	-555	5928	57600	-25310
after floorplan	299	3451	50100	0
after CTS	3.17	6200	61600	0
-- where the power goes --
part	internal (mW)	total, mW	leakage [nW]	switching [mW]
clock	5.01	8.67	2.18	3.65
combinational	0.879	1.97	11.4	1.09
sequential	10.2	10.3	9.77	0.124
-- repair_timing --
item                                    CTS  global route
setup buffers                             0             0
gates resized                           126             6
hold buffers                              0             0
pin swaps                                 0             0
endpoints found under the setup margin   59             4
-- per-layer routing --
layer  GRT usage  wire length (um)  up-vias
li1            -                 -    14600
met1       0.246             57600    16000
met2       0.310             76000     1685
met3       0.107             20600      335
met4      0.0618              6140       18
met5     0.00452               158        -
-- kinds of logic (layout without fill, tap and decap cells) --
kind of cell	after synthesis	in the layout	synth area share
compound gates	576	576	0.0784
simple gates	509	509	0.0459
mux	1024	1024	0.205
flops	1088	1088	0.640
buf+inv	254	814	0.0313
other cells	0	3	0
Power is estimated from default activity; no workload was simulated.
