<file path="flow/config.mk">
export PLATFORM = sky130hd
export DESIGN_NAME = Data_Memory
export DESIGN_NICKNAME = Data_Memory
export VERILOG_FILES = /design/flow/design.v
export SDC_FILE = /design/flow/constraint.sdc
export NUM_CORES = 4
export LEC_CHECK = 1
export CORE_UTILIZATION = 30
</file>
<file path="flow/run.sh">
#!/bin/bash
# OpenROAD 26Q1-2900-gdf79404cd8, Yosys 0.63+post, stock flow scripts
make -C /OpenROAD-flow-scripts/flow DESIGN_CONFIG=/design/flow/config.mk WORK_HOME=/design/flow/orfs finish
</file>
<file path="flow/constraint.sdc">
current_design Data_Memory

set clk_period 22.4
set clk_io_pct 0.2

create_clock -name clk0 -period $clk_period [get_ports {clk_i}]

set non_clock_inputs [all_inputs -no_clocks]
set_input_delay [expr $clk_period * $clk_io_pct] -clock clk0 $non_clock_inputs
set_output_delay [expr $clk_period * $clk_io_pct] -clock clk0 [all_outputs]
</file>
<file path="flow/design.v">
module Data_Memory
(
  clk_i,
	MemWrite_i,
    addr_i,
	MemRead_i,
	data_i,
	data_o
);
input   clk_i;
input	  MemWrite_i, MemRead_i;
input   [31:0]      addr_i;
input   [31:0] 		data_i;
output  [31:0]      data_o;
reg		[31:0]		data_o;
reg     [7:0]     memory  [0:31];
always@(posedge clk_i) begin
  #1
	if(MemWrite_i) begin
		{memory[addr_i + 3], memory[addr_i + 2], memory[addr_i + 1], memory[addr_i]} = data_i;
	end
	else if(MemRead_i) begin
		data_o = {memory[addr_i + 3], memory[addr_i + 2], memory[addr_i + 1], memory[addr_i]};
	end
end
endmodule
</file>
==> summary.txt <==
run results: Syn Inst Count=3287, Slew headroom=25.4%, gr usage total=56.9%, number of post-CTS setup repair buffers=0, Slew Viols, Final=0, Placement Setup Slack=12980 ps, First DRT Iteration DRCs=4586, Dominant cell area share=31.8%, peak supply drop=0.0491 mV, count leader, synth=nand2_1, Avg Cell Area, Syn=8.27 µm², hold slack=954 ps, area taken by multi-input logic gates=17000 µm², Slew @ Worst Pin=1110 ps, top post-synthesis cells by count=nand2_1, nor2_1, edfxtp_1, FF-to-FF End=data_o[29], Reg2Reg Depth=4, count of tool warnings=54, fin area=31300 µm², Synth warnings=2, cycle use final=41.2%, CP bufs+invs=7, fp_density=30.2%, MaxCap Viol Count=0, DRC=0, Die ar.=91800 µm², Setup CP Type=input port to flip-flop, crit-path most repeated cell=buf_4, asr flop ratio synth=0%, die height=303 µm, number of enable flip-flop cells=288, Clock Tree Buf Depth=3, fmax=108 MHz, RSZ-0062 raised after global routing=no, GRT Residual Overflow=0, area delta synth->final=15.2%, largest net degree at the start of global routing=78, FP Rows=110, clock latency on the worst-skew pair=600 ps, Cell Pwr Density=65.8 nW/µm², FF/Latch Area=8650 µm², vias in the first global route=30200, Port Buffers=71, CTS resizes=0, clock skew=30.9 ps, Setup crit end kind=flip-flop, crit path cell chain=buf_2 > buf_4 > and3_1 > buf_4 > nand2_1 > inv_1 > ha_1 > buf_4 > nand3b_1 > buf_4 > nor2_1 > buf_4 > a22oi_1 > nand4_1 > nor2_1 > a31oi_1, Top area cell types=edfxtp_1, mux2i_1, nand2_1, startpoint types=input port, Root Driver=clkbuf_16, critical-path maximum fanout=32, setup TNS=0 ps, final worst setup slack=13180 ps, Worst R2R Start=memory[6][5], WP data required=22620 ps, Post-DRT Antenna Nets=0, Flops after synth=288, max incr delay on CP=660 ps, minimum clock period=9220 ps, core area=89900 µm², num ports=99, RD Place Congestion=1.19, R2R Setup Slk=18900 ps, CTS tree=yes, initial antenna violation count=44, routed vias=33800, Die W=303 µm, Lkg Pwr=10.5 nW, Chip Area, Yosys=27200 µm², Unique cell types=99, Via-to-Cell Ratio=7.35, Tot Pwr=2.06 mW, arrival time worst endpoint=9440 ps, Clock Sinks=288, post-DP HPWL=187000 µm, Worst setup startpoint=addr_i[2], Critical Path Stages=16, CTS buffer count=36, global-route wire length before repair=322000 µm, status=completed, crit path to=data_o[10], WL final=255000 µm, sequential-to-total area share from yosys stat=31.8%, WL/cell=55.5 µm, total iterations of the first detailed-routing run=10, Hold Buf Count CTS=0, H-tree levels=2, layout cell share with drive strength beyond 1=17.0%, clk slew on worst S/H paths=50 ps, Hold Path Class=flip-flop to flip-flop, CP top delay family=buffers and inverters, cell type with the largest total area=edfxtp_1, Final Hold Violating Endpoints=0, Area after DPL=30000 µm², Most used DFF post-synth=edfxtp_1, Slowest cell on crit path=nor2_1, Fillers=9214, Yosys Instances=3287, mapped cell area=27200 µm², Setup Viol. Count Final=0
==> cell usage in the layout (no fill, tap or decap), types with 22 or more instances in the layout <==
master           count
nand2_1            433
nor2_1             299
buf_4              299
edfxtp_1           288
mux2i_1            271
o21ai_0            256
a21oi_1            244
a22oi_1            161
nand3_1             87
mux2_2              83
a211oi_1            67
a22o_1              59
diode_2             54
a21o_1              52
nor3_1              45
clkbuf_16           38
a31oi_1             36
clkdlybuf4s50_1     34
buf_2               33
a221oi_1            31
a32oi_1             29
nand4_1             28
and3_1              27
o22ai_1             23
o21ai_1             22
o211ai_1            22
==> final cells by class <==
type                       count  share of cell area (%)
antenna                       54                   0.432
clock inverter                16                   0.775
tap                         1176                    4.70
sequential                   288                    27.6
inverter                      17                   0.204
multi-input combinational   2630                    54.3
clock buffer                  44                    3.11
timing repair buffer         367                    8.85
==> stage by stage <==
step / std cells / util [%]
floorplan: 3287 / -
finish: 4592 / 34.8
detailed placement: 4478 / 33.3
CTS: 4538 / 34.7
global placement: 4478 / 33.3
global route: 4551 / 34.7
==> registers in the layout, indices dropped and copies added (netlist names) <==
signal / count
data_o: 32
memory: 256
==> report_power, final <==
| group | leakage [nW] | internal (mW) | total [mW] | switching (mW) |
|---|---|---|---|---|
| clock | 0.590 | 0.377 | 0.631 | 0.254 |
| combinational | 7.24 | 0.169 | 0.620 | 0.451 |
| sequential | 2.65 | 0.657 | 0.809 | 0.153 |
| total | 10.5 | 1.20 | 2.06 | 0.857 |
==> how the worst min path moves through the flow <==
stage | start | end | slack (ps) | cells past startpoint
final | memory[0][1] | data_o[1] | 950 | 2
after CTS | memory[4][7] | data_o[31] | 940 | 2
after global routing | memory[0][5] | data_o[5] | 970 | 2
==> metal layers <==
layer | GRT usage (%) | vias to the layer above | part of all wire, %
li1 | - | 12700 | -
met1 | 66.6 | 16500 | 35
met2 | 73.9 | 3504 | 39
met3 | 36.5 | 969 | 16
met4 | 40.1 | 31 | 9.0
met5 | 12.4 | - | 0.52
==> worst min-delay path, delay by kind of cell, from the launching register on <==
| family | cells | cell delay (ps) |
|---|---|---|
| flops | 1 | 540 |
| simple gates | 1 | 160 |
| compound gates | 1 | 80 |
==> cells by family after synthesis <==
| logic type | Yosys count | synth area share [%] |
|---|---|---|
| flops | 288 | 31.8 |
| compound gates | 1162 | 28.6 |
| fa+ha+maj | 4 | 0.184 |
| simple gates | 1095 | 18.8 |
| xor+xnor | 8 | 0.354 |
| buf+inv | 369 | 6.26 |
| mux | 361 | 14.0 |
Power is estimated from default activity; no workload was simulated.
