==> flow/design.v <==
module dcache_data_sram
(
	clk_i,
	addr_i,
	data_i,
	enable_i,
	write_i,
	data_o
);
input				  clk_i;
input	[4:0]		addr_i;
input	[255:0]	data_i;
input				  enable_i;
input				  write_i;
output	[255:0] 	data_o;
reg		[255:0]		memory 			[0:31];	
always@(posedge clk_i) begin
    if(enable_i && write_i) begin
		memory[addr_i]   <= data_i;
	end
end
assign 	data_o = (enable_i) ? memory[addr_i] : 256'b0;
endmodule
module dcache_tag_sram
(
	clk_i,
	addr_i,
	data_i,
	enable_i,
	write_i,
	data_o
);
input				  clk_i;
input	[4:0]		addr_i;
input	[23:0]	data_i;
input				  enable_i;
input				  write_i;
output	[23:0] 		data_o;
reg		[23:0]		memory 			[0:31];	
always@(posedge clk_i) begin
    if(enable_i && write_i) begin
		memory[addr_i]   <= data_i;
	end
end
assign 	data_o = (enable_i) ? memory[addr_i] : 24'b0;
endmodule
module dcache_top
(
	clk_i, 
	rst_i,
	mem_data_i, 
	mem_ack_i, 	
	mem_data_o, 
	mem_addr_o, 	
	mem_enable_o, 
	mem_write_o, 
	p1_data_i, 
	p1_addr_i, 	
	p1_MemRead_i, 
	p1_MemWrite_i, 
	p1_data_o, 
	p1_stall_o
);
input				clk_i; 
input				rst_i;
input	[256-1:0]	  mem_data_i; 
input				      mem_ack_i; 
output	[256-1:0]	mem_data_o; 
output	[32-1:0]	mem_addr_o; 	
output				    mem_enable_o; 
output				    mem_write_o; 
input	[32-1:0]	p1_data_i; 
input	[32-1:0]	p1_addr_i; 	
input				    p1_MemRead_i; 
input				    p1_MemWrite_i; 
output	[32-1:0]p1_data_o; 
output				  p1_stall_o; 
wire	[4:0]		  cache_sram_index;
wire				    cache_sram_enable;
wire	[23:0]		cache_sram_tag;
wire	[255:0]		cache_sram_data;
wire				    cache_sram_write;
wire	[23:0]		sram_cache_tag;
wire	[255:0]		sram_cache_data;
wire				sram_valid;
wire				sram_dirty;
parameter 			STATE_IDLE			  = 3'h0,
					      STATE_READMISS		= 3'h1,
					      STATE_READMISSOK	= 3'h2,
					      STATE_WRITEBACK		= 3'h3,
					      STATE_MISS			  = 3'h4;
reg		[2:0]		state;
reg					  mem_enable;
reg					  mem_write;
reg					  cache_we;
wire				  cache_dirty;
reg					  write_back;
wire	[4:0]		  p1_offset;
wire	[4:0]		  p1_index;
wire	[21:0]		p1_tag;
wire	[255:0]		r_hit_data;
wire	[21:0]		sram_tag;
wire				    hit;
reg		[255:0]		w_hit_data;
wire				    write_hit;
wire				    p1_req;
reg		[31:0]		p1_data;
assign 	p1_req     = p1_MemRead_i | p1_MemWrite_i;
assign	p1_offset  = p1_addr_i[4:0];
assign	p1_index   = p1_addr_i[9:5];
assign	p1_tag     = p1_addr_i[31:10];
assign	p1_stall_o = ~hit & p1_req;
assign	p1_data_o  = p1_data; 
assign	sram_valid = sram_cache_tag[23];
assign	sram_dirty = sram_cache_tag[22];
assign	sram_tag   = sram_cache_tag[21:0];
assign	cache_sram_index  = p1_index;
assign	cache_sram_enable = p1_req;
assign	cache_sram_write  = cache_we | write_hit;
assign	cache_sram_tag    = {1'b1, cache_dirty, p1_tag};	
assign	cache_sram_data   = (hit) ? w_hit_data : mem_data_i;
assign	mem_enable_o = mem_enable;
assign	mem_addr_o   = (write_back) ? {sram_tag, p1_index, 5'b0} : {p1_tag, p1_index, 5'b0};
assign	mem_data_o   = sram_cache_data;
assign	mem_write_o  = mem_write;
assign	write_hit    = hit & p1_MemWrite_i;
assign	cache_dirty  = write_hit;
assign hit = sram_valid & (p1_tag == sram_tag);
assign r_hit_data = (hit) ? sram_cache_data : mem_data_i;
wire  [31:0] l_hit_data[0:7];
assign  l_hit_data[0] = r_hit_data[31:0];
assign  l_hit_data[1] = r_hit_data[63:32];
assign  l_hit_data[2] = r_hit_data[95:64];
assign  l_hit_data[3] = r_hit_data[127:96];
assign  l_hit_data[4] = r_hit_data[159:128];
assign  l_hit_data[5] = r_hit_data[191:160];
assign  l_hit_data[6] = r_hit_data[223:192];
assign  l_hit_data[7] = r_hit_data[255:224];
always@(p1_offset or r_hit_data) begin
	p1_data = l_hit_data[p1_offset[4:2]];
end
always@(p1_offset or r_hit_data or p1_data_i) begin
        if(p1_MemWrite_i) begin
		w_hit_data[31:0] = (p1_offset == 0) ? p1_data_i : r_hit_data[31:0];
		w_hit_data[63:32] = (p1_offset == 4) ? p1_data_i : r_hit_data[63:32];
		w_hit_data[95:64] = (p1_offset == 8) ? p1_data_i : r_hit_data[95:64];
		w_hit_data[127:96] = (p1_offset == 12) ? p1_data_i : r_hit_data[127:96];
		w_hit_data[159:128] = (p1_offset == 16) ? p1_data_i : r_hit_data[159:128];
		w_hit_data[191:160] = (p1_offset == 20) ? p1_data_i : r_hit_data[191:160];
		w_hit_data[223:192] = (p1_offset == 24) ? p1_data_i : r_hit_data[223:192];
		w_hit_data[255:224] = (p1_offset == 28) ? p1_data_i : r_hit_data[255:224];
	end
end
always@(posedge clk_i or negedge rst_i) begin
	if(~rst_i) begin
		state      <= STATE_IDLE;
		mem_enable <= 1'b0;
		mem_write  <= 1'b0;
		cache_we   <= 1'b0; 
		write_back <= 1'b0;
	end
	else begin
		case(state)		
			STATE_IDLE: begin
				if(p1_req && !hit) begin	 
					state <= STATE_MISS;
				end
				else begin
					state <= STATE_IDLE;
				end
			end
			STATE_MISS: begin
				mem_enable <= 1'b1;
				if(sram_dirty) begin		 
					mem_write <= 1'b1;
					write_back <= 1'b1;
					state <= STATE_WRITEBACK;
				end
				else begin					 
					state <= STATE_READMISS;
				end
			end
			STATE_READMISS: begin
				if(mem_ack_i) begin			 
	                		cache_we <= 1'b1;
					state <= STATE_READMISSOK;
				end
				else begin
					state <= STATE_READMISS;
				end
			end
			STATE_READMISSOK: begin			 
	                	mem_enable <= 1'b0;
				cache_we <= 1'b0;
				state <= STATE_IDLE;
			end
			STATE_WRITEBACK: begin
				if(mem_ack_i) begin			 
					mem_write <= 1'b0;
					write_back <= 1'b0;
					state <= STATE_READMISS;
				end
				else begin
					state <= STATE_WRITEBACK;
				end
			end
		endcase
	end
end
dcache_tag_sram dcache_tag_sram
(
	.clk_i(clk_i),
	.addr_i(cache_sram_index),
	.data_i(cache_sram_tag),
	.enable_i(cache_sram_enable),
	.write_i(cache_sram_write),
	.data_o(sram_cache_tag)
);
dcache_data_sram dcache_data_sram
(
	.clk_i(clk_i),
	.addr_i(cache_sram_index),
	.data_i(cache_sram_data),
	.enable_i(cache_sram_enable),
	.write_i(cache_sram_write),
	.data_o(sram_cache_data)
);
endmodule
==> flow/run.sh <==
#!/bin/bash
# OpenROAD 26Q1-2900-gdf79404cd8, Yosys 0.63+post, stock flow scripts
make -C /OpenROAD-flow-scripts/flow DESIGN_CONFIG=/design/flow/config.mk WORK_HOME=/design/flow/orfs finish
==> flow/config.mk <==
export PLATFORM = sky130hd
export DESIGN_NAME = dcache_top
export DESIGN_NICKNAME = dcache_top
export VERILOG_FILES = /design/flow/design.v
export SDC_FILE = /design/flow/constraint.sdc
export NUM_CORES = 4
export LEC_CHECK = 1
export CORE_UTILIZATION = 50
export SYNTH_MEMORY_MAX_BITS = 65536
==> flow/constraint.sdc <==
current_design dcache_top

set clk_period 190.8
set clk_io_pct 0.2

create_clock -name clk0 -period $clk_period [get_ports {clk_i}]

set non_clock_inputs [all_inputs -no_clocks]
set_input_delay [expr $clk_period * $clk_io_pct] -clock clk0 $non_clock_inputs
set_output_delay [expr $clk_period * $clk_io_pct] -clock clk0 [all_outputs]
==> run summary <==
Notes on the physical implementation.

- The flow ran to the end, but the final reports show violations.
- The final reports fail on capacitance limit, slew limit.
- The later pin in the worst-skew pair is clocked with a latency of 1240 ps.
- The number of instances resized during post-cts repair is 0, for reference.
- In the post-synthesis netlist, the biggest area contributors are edfxtp_1 76%, mux4_2 14%, a22oi_1 1.6%.
- Setup repair after global routing left no endpoint under its margin.
- In this run the most critical hold path is launched from state[0]$_DFF_PN1_.
- Looking at the clock tree report, the maximum root-to-sink buffer count equals 4.
- The die extent in y is 839 microns, for reference.
- The proportion of synthesized flip-flops having asynchronous set or reset is 0.0870%, for reference.
- The aggregate negative setup slack is 0 ps, for reference.
- Total global-route track usage over all layers is 38.4%.
- The floorplan step defined a core boundary enclosing 699000 sq um.
- The I/O pin count is 648, for reference.
- Clock-pin slew was measured on the worst setup and hold paths at 60 ps.
- The first global-routing pass estimated 1620000 microns of wire.
- Entering global routing, the biggest net connects 96 pins.
- Yosys reports that the leading cell type by area covers 76.5% of the netlist area.
- Summing all placed instances gives a cell area of 373000 sq um.
- OpenROAD emitted warnings numbering 28.
- The class of the tightest hold or removal check is flop to flop, for reference.
- Once detail routing completed, the nets flagged for antenna violations numbered 0.
- The tightest hold path in the finished design has a slack of 472 ps.
- The areal power density over the cells is 10.4 nW/um^2, for reference.
- The number of global-route vias before repair is 198000, for reference.
- The slew of the pin with the lowest slew margin is 1520 ps, for reference.
- The total chip power is 4.17 mW, for reference.
- According to the timing report, the data required time at the worst endpoint equals 152640 ps.
- Per the detailed-route log, wirelength across all metal layers totals 1190000 microns.
- TritonCTS built the clock tree.
- The H-tree generated during clock tree synthesis spans 6 levels.
- The count of cell types in the netlist is 61, for reference.
- The count of instantiated cells in the yosys netlist is 16500, for reference.
- The report shows a maximum critical-path fanout of 95.
- The worst-case reg-to-reg setup slack stands at 181770 ps.
- The routed design shows a wire length per standard cell of 42.1 microns.
- The number of placed instances, taps included is 26400, for reference.
- The endpoint arrival time on the critical path is 48660 ps, for reference.
- Among cell families on the critical path, the largest total delay comes from buffers and inverters.
- The type of element launching the critical path is a primary input, for reference.
- The aggregate global routing overflow is 0, for reference.
- The post-synth area from yosys stat is 351000 sq um, for reference.
- After synthesis the netlist holds a flip-flop and latch count of 9192.
- The width of the chip is 839 microns, for reference.
- Per the slew report, the remaining headroom to the max-slew limit stands at -2.30%.
- After layout, the setup clock skew is reported as 103 ps.
- The number of vias in the routed layout is 184000, for reference.
- 256 endpoints have no timing constraint.
- For reference, the critical path is launched at p1_addr_i[6].
- The buffer cell driving the clock tree root is clkbuf_16, for reference.
- The half-perimeter wire length after detailed placement is 724000 microns, for reference.
- The growth of design area from synthesis to finish is 14.5%, for reference.
- Leaving out filler cells and counting taps, the final layout contains 28200.
- In the final layout, the fill cell count is 49900.
- Before antenna repair, the detailed router went through 8 iterations.
- The leakage power is 127 nW, for reference.
- The chip footprint is 705000 sq um, for reference.
- Counting endpoints that fail hold in the final report gives 0.
- The slowest cell on the critical path is buf_4, for reference.
- Across the VDD grid, the largest voltage drop is 11.1 uV.
- The number of warnings printed during yosys synthesis is 3, for reference.
- The synthesized netlist handed to floorplanning was reported with a cell count of 16500.
- The highest achievable clock rate is 11.5 MHz, for reference.
- The final clock period utilization by the worst path is 45.5%, for reference.
- The final design utilization is 57.4%, for reference.
- The flip-flop cell with the highest count after synthesis is edfxtp_1, for reference.
- Per the detail_route report, vias per standard cell equal 6.51.
- Per the run summary, max-cap violations total 1.
- The average instance in the mapped netlist occupies 21.3 sq um.
- The launch point of the worst reg-to-reg path is dcache_tag_sram.memory[23][18]$_DFFE_PP_, for reference.
- After the first detailed-routing iteration, the DRC count stood at 14400.
- The cell type that accounts for the most area after synthesis is edfxtp_1.
- For reference, the critical path cell chain is buf_16 -> buf_4 -> buf_4 -> buf_4 -> buf_4 -> buf_4 -> buf_4 -> buf_4 -> buf_4 -> buf_4 -> buf_4 -> mux4_2 -> a22o_1 -> nor4_1 -> buf_4 -> mux2i_1 -> and2_1 -> o32a_1 -> clkdlybuf4s50_1.
- The most prevalent standard cell on the critical path is buf_4, for reference.
- From the final report, the count of setup violators was given as 0.
- The worst setup slack after placement is 104060 ps, for reference.
- The time the worst path needs with I/O delays and setup is 86820 ps, for reference.
- The number of CTS-inserted buffers is 885, for reference.
- Post-CTS timing repair inserted 0 buffers for setup.
- Port buffering added 642 buffers.
- The weighted congestion at the end of routability-driven global placement is 0.985, for reference.
- The critical path capture point type is an output port, for reference.
- For the completed layout, the total cell area is recorded as 401000 sq um.
- The sum of buffers and inverters on the critical path is 13, for reference.
- The number of pins exceeding their max-slew limit in the final report is 2, for reference.
- The largest incremental delay on the critical path is 780 ps, for reference.
- The share of the core area taken by cells at floorplan is 50.2%.
- The number of hold buffers added after cts is 0, for reference.
- The timer found 256 register pins that no clock reaches; their paths are not timed.
- The number of enable-type register cells in the synthesized netlist is 8928, for reference.
- The share of final-layout standard cells stronger than drive strength 1 is 24.7%, for reference.
- The slack of the critical path is 103980 ps, for reference.
- The DRC violation count after routing is 0, for reference.
- The classification of the worst setup path is primary input to output port, for reference.
- The initialized floorplan defines 307 standard-cell rows.
- The netlist area before placement is 351000 sq um, for reference.
- The initial antenna violation count is 157.
[where the power goes]
| group | switching [mW] | internal, mW | total (mW) |
|---|---|---|---|
| clock network | 0.746 | 0.926 | 1.67 |
| registers | 0.00540 | 2.19 | 2.20 |
| logic | 0.200 | 0.0965 | 0.297 |
[cell families (layout without fill, tap and decap cells)]
kind of cell,Yosys count,count (layout),synth area share (%)
flip-flops,8936,8936,76.5
multiplexers,2602,2602,15.0
AND-OR/OR-AND,1860,1860,3.76
AND/OR/NAND/NOR,1699,1699,2.21
buffers and inverters,1086,3408,1.31
latches,256,256,1.10
XOR/XNOR,22,22,0.0550
other,1,176,0.00107
[cell usage in the layout (no fill, tap or decap), types with 62 or more instances in the layout]
cell type and count:
a21boi_0 99, a21oi_1 71, a22o_1 267, a22oi_1 728, and2_1 132, buf_4 1061, clkbuf_1 235, clkbuf_16 889
clkdlybuf4s50_1 616, clkinv_1 211, clkinv_2 152, diode_2 171, dlxtp_1 256, edfxtp_1 8928, inv_1 62, mux2_2 111
mux2i_1 366, mux4_2 2123, nand2_1 942, nand4_1 138, nor2_1 228, o21ai_0 180, o21ai_1 119, o22ai_1 177
[worst paths after layout]
path                                                       endpoint  cells after the start
max reg2reg                dcache_data_sram.memory[3][38]$_DFFE_PP_                     20
min                                              state[0]$_DFF_PN1_                      2
min reg2reg                                      state[0]$_DFF_PN1_                      2
max in group asynchronous                        state[0]$_DFF_PN1_                      1
max                                                   p1_data_o[22]                     19
min in group asynchronous                    mem_enable$_DFFE_PN0P_                      1
[layer usage]
metal | vias to the layer above | wire length (microns) | global-route usage [%]
li1 | 72700 | - | -
met5 | - | 6910 | 7.00
met2 | 16300 | 524000 | 50.3
met4 | 188 | 73300 | 16.5
met1 | 91900 | 317000 | 43.4
met3 | 2745 | 268000 | 36.3
[worst register-to-register path: cells and delay by family, from the launching register on]
kind / cells / cell delay (ps)
flip-flops: 1 / 360
buffers and inverters: 9 / 4740
AND/OR/NAND/NOR: 5 / 1850
AND-OR/OR-AND: 4 / 940
XOR/XNOR: 1 / 230
multiplexers: 1 / 480
[synthesized netlist by cell type, drive strengths merged (8+ instances only)]
cell type  number
a211oi          8
mux2          113
mux2i         366
a221oi         59
mux4         2123
nand3          24
a21oi          72
a41oi          12
and4           20
o22ai         184
buf           520
o21a           37
and3           57
inv            62
xnor2          22
nor2          267
a31oi          12
a21boi        108
edfxtp       8928
nor4           65
o32a           21
clkbuf        504
a22oi         728
o21ai         334
a22o          267
nand4         139
nand2         943
and2          135
dlxtp         256
[state kept, by name, indices dropped and copies added (netlist names)]
name                     count
write_back                   1
w_hit_data                 256
dcache_data_sram.memory   8192
dcache_tag_sram.memory     736
mem_enable                   1
state                        5
cache_we                     1
[area by class of cell]
class,instances,area [sq um],area share (%)
multi-input cells,6188,74500,18.6
well taps,9270,11600,2.89
clock buffers,1124,23100,5.76
flip-flops and latches,9192,272000,67.8
clock inverters,492,4390,1.09
inverters,62,233,0.0580
diodes,171,428,0.107
repair buffers,1730,14900,3.71
Power is estimated from default activity; no workload was simulated.
